$ cat flow/config.mk
export PLATFORM = sky130hd
export DESIGN_NAME = topRand
export DESIGN_NICKNAME = topRand
export VERILOG_FILES = /design/flow/design.v
export SDC_FILE = /design/flow/constraint.sdc
export NUM_CORES = 4
export LEC_CHECK = 1
export CORE_AREA = 10 10 104 104
export DIE_AREA = 0 0 114 114
$ cat flow/constraint.sdc
current_design topRand

set clk_period 4.8
set clk_io_pct 0.2

create_clock -name clk0 -period $clk_period [get_ports {clk}]

set non_clock_inputs [all_inputs -no_clocks]
set_input_delay [expr $clk_period * $clk_io_pct] -clock clk0 $non_clock_inputs
set_output_delay [expr $clk_period * $clk_io_pct] -clock clk0 [all_outputs]
$ cat flow/design.v
module mole (
    input [4:0] number,      
    output reg [17:0] displayL  
);
    always @(*) begin
        displayL = 18'b0;  
        if (number < 18) begin
            displayL[number] = 1'b1;  
        end
    end
endmodule
module rng (
    input clk,
    input rst,
    output reg [4:0] out
);
    wire feedback;
    assign feedback = ~(out[4] ^ out[3]);
    reg [4:0] next;
    always @(posedge clk or posedge rst) begin
        if (rst)
            out <= 5'b0;  
        else
            out <= next;  
    end
    always @(*) begin
        next <= {out[3:0], feedback};  
    end
endmodule
module topRand (
    input clk,
    input reset,
    input trigger,
    output reg [17:0] displayL   
);
    wire [4:0] number;
    wire [17:0] mole_output;
    reg [17:0] saved_output;  
    reg last_trigger;        
    rng rng_inst (
        .clk(clk),
        .rst(reset),
        .out(number)
    );
    mole mole_inst (
        .number(number % 18),   
        .displayL(mole_output)
    );
    always @(posedge clk or posedge reset) begin
        if (reset) begin
            saved_output <= 18'b0;  
            last_trigger <= 1'b0;
        end else begin
            if (trigger && !last_trigger) begin
                saved_output <= mole_output;
            end
            last_trigger <= trigger;
        end
    end
    always @(*) begin
        if (trigger) begin
            displayL = saved_output;  
        end else begin
            displayL = 18'b0;  
        end
    end
endmodule
$ cat flow/run.sh
#!/bin/bash
# OpenROAD 26Q1-2900-gdf79404cd8, Yosys 0.63+post, stock flow scripts
make -C /OpenROAD-flow-scripts/flow DESIGN_CONFIG=/design/flow/config.mk WORK_HOME=/design/flow/orfs finish
==> results_slide.txt <==
Implementation Results

Run
  – Tool warnings: 27
  – Max cap viols: 0

Clock network
  – Post-CTS sizing: 0
  – CTS tree: built
  – Worst skew pair latency: 0.26 ns
  – CTS H-tree depth: 1
  – Clock transition at path regs: 0.09 ns
  – Clock Tree Root: clkbuf_8
  – Total clock sinks: 24
  – TritonCTS buffer count: 3
  – Number of post-CTS setup repair buffers: 0
  – Clock Path Buffers: 2
  – Hold Buf Count CTS: 0

Place
  – Port bufs: 20
  – DP HPWL: 2.34 mm
  – GPL Wtd Cong: 0.805

Timing
  – Actual slew at the worst max-slew pin: 0.784 ns
  – Setup TNS: 0 ns
  – Minimum clock period: 3.47 ns
  – Final Slew Violations: 0
  – Max Clock Freq: 289 MHz
  – Final setup fails: 0
  – RSZ-0062 raised after global routing: no
  – Period utilization: 0.722
  – Hold Fails Final Rpt: 0
  – Clock Skews: 0.00179 ns
  – Rel. slew slack: 0.477

Synth
  – Synth area leader: dfrtp_1
  – Cells after synthesis: 147
  – Synth top cells by count: dfrtp_1 (24), and2_1 (18), nand2_1 (15)
  – Post-synthesis sequential area ratio: 0.425
  – Asr flop ratio synth: 1.00
  – Synth top cell by count: dfrtp_1
  – Area leader share: 0.425
  – Post-synth area hogs: dfrtp_1 (42%), and2_1 (8.0%), a32o_1 (5.7%)
  – Yosys stat cell total: 147
  – Number of enable flip-flop cells: 0
  – Yosys chip area: 0.00141 mm²
  – Dominant flop cell: dfrtp_1
  – Synth warn: 4
  – Avg Cell Area, Syn: 9.62 µm²
  – Netlist cell types: 39
  – Netlist Area Pre-Place: 0.00141 mm²
  – Synth Register Bits: 24

Status
  – Outcome: finished clean

Floorplanning
  – Die ar.: 0.0130 mm²
  – Floorplan Utilization: 0.163
  – Die X: 114 µm
  – Core area: 0.00868 mm²
  – FP Rows: 34
  – Die height: 114 µm
  – IO Pins: 21

Detailed routing
  – Routed Antenna Nets: 0
  – WL per Instance: 11.9 µm
  – 1st-iter DRT viols: 97
  – TritonRoute pass-1 iters: 4
  – # DRC: 0
  – Final WL: 3.23 mm
  – Via-to-Cell Ratio: 4.13
  – Diode count: 0
  – Routed vias: 1122

Power
  – Maximum vdd drop: 0.138 mV
  – Leakage: 0.784 nW
  – PD cells: 226 mW/mm²

Critical path
  – Max Fanout on Critical Path: 21
  – CP Launch Type: input pin
  – CP arrival: 2.51 ns
  – Class of the most critical setup path: in -> out
  – Crit path DRT: 3.84 ns
  – Crit end category: output port

Finish
  – Share of cells above drive strength 1: 0.0671
  – Layout Utilization: 0.206
  – Area grow syn2layout: 26.5%

Global routing
  – Largest net degree at the start of global routing: 25
  – Vias in the first global route: 1138
  – Initial antenna violation count: 0
  – All-Layer GR Usage: 0.0497
  – Grt total ovfl: 0
  – Global-route wire length before repair: 5.51 mm

Worst hold path
  – Hold WC Path Type: reg -> reg
==> cells in the final DEF, fill, tap and decap left out, drive strengths merged, types with 2 or more instances in the layout <==
cell and n:
a21oi 4, clkbuf 3, o31ai 4, o41ai 2, nand4 4, dfrtp 24
and2 18, nor2 8, nand3 4, a32o 8, o21ai 8, nand2 15
inv 7, and3 3, clkdlybuf4s50 20, ha 5, nand2b 4, mux2 2
xnor2 2
==> worst max-delay path, cell delays in order <==
cell,delay [ns]
clkdlybuf4s50_1,0.82
and2_1,0.24
clkdlybuf4s50_1,0.48
==> state kept, by name (all words and copies together) (netlist names) <==
| name | cells |
|---|---|
| saved_output | 18 |
| rng_inst.out | 5 |
| last_trigger | 1 |
==> metal layers <==
metal / vias up / global-route usage / wire length (µm)
met5: - / 0 / 0
met4: 0 / 0.00501 / 8
met3: 2 / 0.0138 / 182
met2: 13 / 0.0733 / 1430
met1: 544 / 0.0732 / 1600
li1: 563 / - / -
==> final timing paths <==
kind,to,cells after the start,slack (ns),startpoint
hold / removal,saved_output[0]$_DFFE_PP0P_,2,0.48,saved_output[0]$_DFFE_PP0P_
setup / recovery,displayL[1],3,1.33,trigger
min in group asynchronous,rng_inst.out[3]$_DFF_PP0_,3,1.05,reset
max in group asynchronous,saved_output[6]$_DFFE_PP0P_,3,3.51,reset
setup reg to reg,saved_output[17]$_DFFE_PP0P_,10,1.63,rng_inst.out[3]$_DFF_PP0_
hold reg to reg,saved_output[0]$_DFFE_PP0P_,2,0.48,saved_output[0]$_DFFE_PP0P_
==> area by class of cell <==
| class | count | area, µm² |
|---|---|---|
| fillers | 960 | 6890 |
| multi-input cells | 108 | 747 |
| flip-flops and latches | 24 | 601 |
| repair buffers | 21 | 208 |
| well taps | 108 | 135 |
| clock buffers | 3 | 41.3 |
| clock inverters | 1 | 30.0 |
| inverters | 7 | 26.3 |
==> cells by family after synthesis <==
kind of cell | share of synthesized area
adders and majority gates | 0.0442
muxes | 0.0159
and+or+nand+nor | 0.264
DFF | 0.425
AOI/OAI and AO/OA | 0.186
xor gates and xnor gates | 0.0186
buffers and inverters | 0.0469
==> through the flow <==
step	area, µm²	total power [mW]	std cells	hold slack [ns]	setup WS (ns)
global placement	1720	0.233	268	0.465	1.33
global route	1790	0.423	272	0.504	1.19
detailed placement	1720	0.233	268	0.471	1.29
CTS	1790	0.410	272	0.493	1.29
floorplan	1410	0.223	147	0.349	2.05
finish	1790	0.405	272	0.485	1.33
==> power breakdown <==
part / internal, mW / switching [mW] / leakage, nW
sequential: 0.206 / 0.00169 / 0.309
combinational: 0.00877 / 0.0117 / 0.439
clock: 0.111 / 0.0653 / 0.0357
Power is estimated from default activity; no workload was simulated.

## /design/flow/config.mk

```make
export PLATFORM = sky130hd
export DESIGN_NAME = top
export DESIGN_NICKNAME = top
export VERILOG_FILES = /design/flow/design.v
export SDC_FILE = /design/flow/constraint.sdc
export NUM_CORES = 4
export LEC_CHECK = 1
export CORE_AREA = 10 10 103 103
export DIE_AREA = 0 0 113 113
```

## /design/flow/constraint.sdc

```tcl
current_design top

set clk_period 3.6
set clk_io_pct 0.2

create_clock -name clk0 -period $clk_period [get_ports {CLOCK_50}]

set non_clock_inputs [all_inputs -no_clocks]
set_input_delay [expr $clk_period * $clk_io_pct] -clock clk0 $non_clock_inputs
set_output_delay [expr $clk_period * $clk_io_pct] -clock clk0 [all_outputs]
```

## /design/flow/design.v

```verilog
module timer #(
    parameter MAX_MS = 5000,             
    parameter CLKS_PER_MS = 50000        
) (
    input                               clk,
    input                               reset,           
    input  [3:0]                        difficulty,      
    input  [$clog2(MAX_MS)-1:0]         end_value,       
    input                               enable,          
    output reg                          end_reached,
    output reg [$clog2(MAX_MS)-1:0]     timer_value
);
    reg [$clog2(CLKS_PER_MS)-1:0] count;
    always @(posedge clk) begin
        if (reset) begin    
            count <= 0;
            timer_value <= 0;
            end_reached <= 0;
        end
        else if (enable) begin
            if (count == CLKS_PER_MS - 1) begin
                count <= 0;
                if (timer_value >= end_value) begin
                    end_reached <= 1;      
                    timer_value <= 0;      
                end else begin
                    case (difficulty)
                        2: timer_value <= timer_value + 3;   
                        1: timer_value <= timer_value + 2;   
                        0: timer_value <= timer_value + 1;   
                        default: timer_value <= timer_value + 1;
                    endcase
                    end_reached <= 0;   
                end
            end
            else begin
                count <= count + 1;   
            end
        end
    end
endmodule
module top (
input [17:0]	SW,
input	[3:0]		KEY,
input				CLOCK_50,
output [17:0]	LEDR
);
timer u0(
	.clk(CLOCK_50),
	.reset(~KEY[0]),
	.difficulty(SW[15:14]),
	.end_value(SW[11:0]),
	.enable(SW[17]),
	.timer_value(LEDR[11:0]),
	.end_reached(LEDR[12])
);
endmodule
```

## /design/flow/run.sh

```bash
#!/bin/bash
# OpenROAD 26Q1-2900-gdf79404cd8, Yosys 0.63+post, stock flow scripts
make -C /OpenROAD-flow-scripts/flow DESIGN_CONFIG=/design/flow/config.mk WORK_HOME=/design/flow/orfs finish
```

==> summary.log <==
qor: routing.totalWireLength 4140 um
qor: cts.cts.path.max_buffers 2
qor: yosys.yosys_register_bits 30
qor: final_timing.period_used_share 79.64%
qor: global_route.grt_max_degree 20
qor: yosys.yosysCellCount 228
qor: yosys.top_area_share 29.43%
qor: cts.post_cts.resized_instances 0
qor: final_timing.hold_viol 0
qor: run_status.run_status finished clean
qor: min_path.classification_of_the_worst_slack_hold_path flip-flop to flip-flop
qor: finish.drive_above_1_share 10.12%
qor: yosys.seq_area_frac_synth 29.43%
qor: worst_setup_path.timing.critical_path.cells clkdlybuf4s50_1, inv_1, ha_1, nand3_1, o21bai_1, a311o_1, a31oi_2, o21a_1
qor: yosys.netlist.top_cell.by_area sky130_fd_sc_hd__dfxtp_1
qor: cts.cts_buffers 5
qor: yosys.synth.distinct_cells 43
qor: finish.layout_top_cells_excl_fill_tap sky130_fd_sc_hd__dfxtp_1 (30), sky130_fd_sc_hd__clkdlybuf4s50_1 (29), sky130_fd_sc_hd__nor2_1 (21)
qor: placement.gp_congestion 0.7858
qor: worst_setup_path.arrival 3.10 ns
qor: final_timing.clock-skew-final 0.005485 ns
qor: floorplan.fp-utilization 24.59%
qor: finish.stdcell_count 352
qor: cts.clock_tree.root_cell sky130_fd_sc_hd__clkbuf_8
qor: floorplan.core-area 8299 um2
qor: worst_setup_path.worst-path-max-fanout 13
qor: floorplan.fp.dieArea 12770 um2
qor: worst_setup_path.max_incr_delay_on_cp 0.71 ns
qor: finish.fillerInstances 851
qor: global_route.globalRoute.totalOverflow 0
qor: global_route.antenna_found_initial 0
qor: floorplan.die_h 113 um
qor: power.p_leak 0.8963 nW
qor: routing.dr_total_vias 1556
qor: cts.htree_levels 2
qor: routing.drt_first_pass_iters 4
qor: placement.placedCellCount 344
qor: power.irDropWorstVdd 146.9 uV
qor: global_route.grt_pass1_wl 7251 um
qor: yosys.yosys-top-cells-area sky130_fd_sc_hd__dfxtp_1 (29%), sky130_fd_sc_hd__ha_1 (9.2%), sky130_fd_sc_hd__xnor2_1 (8.6%), sky130_fd_sc_hd__buf_4 (7.0%), sky130_fd_sc_hd__nor2_1 (3.9%)
qor: floorplan.fp.dieW 113 um
qor: final_timing.setup_violations 0
qor: routing.vias_per_cell 4.420
qor: yosys.netlist_instances 228
qor: cts.cts_hold_buffers 0
qor: placement.post-dp-hpwl 3157 um
qor: final_timing.grt_setup_unrepaired false
qor: yosys.post_synth_instance_area 2041 um2
qor: placement.io_buffers 29
qor: cts.clkSlewWorstSetupHoldPaths 0.06 ns
qor: finish.ff_latch_area 600.6 um2
qor: cts.cts_num_sinks 30
qor: floorplan.ioPinCount 41
qor: cts.clock_latency 0.28 ns
qor: worst_setup_path.critical_path_class input port to flip-flop
qor: routing.drc 0
qor: final_timing.fin_crit 2.867 ns
qor: finish.area.growth.synth_to_final 18.21%
qor: routing.drt-wirelength-per-cell 11.76 um
qor: global_route.track_usage 6.569%
qor: routing.drt_iter0_markers 90
qor: cts.cts.repair_timing.setup_buffer_count 0
qor: yosys.ys_warn_count 9
qor: yosys.synth-area-yosys 2041 um2
qor: run.cap_viol_max_count 0
qor: finish.mi_logic_area 1239 um2
qor: yosys.synth.avg_cell_area 8.950 um2
qor: cts.tritoncts yes
qor: power.pwr_density_cell 275.0 nW/um2
qor: final_timing.worst_slew_pin_slew 0.8220 ns
qor: routing.antenna-diode-count 0
qor: run.number_of_warnings_in_the_stage_logs 31
qor: worst_setup_path.cp-start-kind input port
qor: final_timing.maxSlewHeadroom 45.03%
qor: finish.layout_top_cell sky130_fd_sc_hd__dfxtp_1
qor: final_timing.fin_tns_setup 0 ns
qor: global_route.grt_pass1_vias 1537
qor: worst_setup_path.rr_worst_depth 6
qor: min_path.timing.hold.worst_path_depth 2
qor: worst_setup_path.worst_setup_path_end_kind flip-flop
qor: final_timing.max_freq 348.8 MHz
qor: worst_setup_path.slowest_stage sky130_fd_sc_hd__a31oi_2
qor: routing.antenna_violating_nets_post_route 0
qor: final_timing.final-max-slew-violation-count 0
qor: floorplan.placementRows 33
qor: worst_setup_path.crit_required 3.83 ns
-- through the flow --
stage                     hold WS, ns  setup WS, ns  total power, mW  utilization (%)  instance area [um2]
final                          0.5211        0.7330           0.6633            29.07                 2412
after global routing           0.5789        0.5453           0.6908            29.07                 2412
after CTS                      0.5291        0.7010           0.6696            29.07                 2412
after detailed placement       0.5074        0.3992           0.3928            27.97                 2321
after global placement         0.5046        0.4138           0.3917            27.97                 2321
after floorplan                0.4856         1.261           0.3716                -                 2056
-- cell usage after synthesis --
cell type and instances:
sky130_fd_sc_hd__ha_1 15, sky130_fd_sc_hd__and4_1 4, sky130_fd_sc_hd__and3b_1 1, sky130_fd_sc_hd__xnor2_1 20, sky130_fd_sc_hd__nor3b_2 4, sky130_fd_sc_hd__nand4_1 7
sky130_fd_sc_hd__and3_1 2, sky130_fd_sc_hd__nand4b_1 1, sky130_fd_sc_hd__and2_1 1, sky130_fd_sc_hd__nor4b_4 1, sky130_fd_sc_hd__nor4_2 4, sky130_fd_sc_hd__and2_0 1
sky130_fd_sc_hd__a211oi_1 1, sky130_fd_sc_hd__o21ai_0 2, sky130_fd_sc_hd__nand2b_1 1, sky130_fd_sc_hd__a31oi_2 1, sky130_fd_sc_hd__nor3_1 7, sky130_fd_sc_hd__a311o_1 1
sky130_fd_sc_hd__nor4_1 4, sky130_fd_sc_hd__xor2_1 6, sky130_fd_sc_hd__nand3_1 9, sky130_fd_sc_hd__buf_2 2, sky130_fd_sc_hd__dfxtp_1 30, sky130_fd_sc_hd__buf_4 19
sky130_fd_sc_hd__mux2i_1 2, sky130_fd_sc_hd__a21o_1 2, sky130_fd_sc_hd__nand4_4 1, sky130_fd_sc_hd__a21oi_1 3, sky130_fd_sc_hd__a31oi_1 2, sky130_fd_sc_hd__clkbuf_1 1
sky130_fd_sc_hd__conb_1 1, sky130_fd_sc_hd__o21bai_1 2, sky130_fd_sc_hd__fa_1 1, sky130_fd_sc_hd__nand2_1 16, sky130_fd_sc_hd__and4bb_1 2, sky130_fd_sc_hd__nor2_1 21
sky130_fd_sc_hd__nor4b_2 1, sky130_fd_sc_hd__o21a_1 2, sky130_fd_sc_hd__nor2b_1 3, sky130_fd_sc_hd__inv_1 16, sky130_fd_sc_hd__nor3_2 6, sky130_fd_sc_hd__nor3b_1 1
sky130_fd_sc_hd__a2bb2oi_1 1
-- critical path, delay by kind of cell --
kind / cells / cell delay [ns]
buffers and inverters: 2 / 0.49
and+or+nand+nor: 1 / 0.10
AOI/OAI and AO/OA: 4 / 1.48
adders and majority gates: 1 / 0.31
-- per-layer routing --
metal  up-vias  global-route usage [%]  share of wire (%)
met5         -                       0                  0
met4         0                  0.9306                1.9
met3         5                   2.030                5.8
met2        25                   10.56                 44
met1       723                   8.667                 48
li1        803                       -                  -
-- area by class of cell --
| cell class | count | area share (%) |
|---|---|---|
| repair buffers | 29 | 12.03 |
| well taps | 105 | 5.446 |
| multi-input cells | 164 | 51.35 |
| clock buffers | 7 | 3.579 |
| inverters | 16 | 2.490 |
| flip-flops and latches | 30 | 24.90 |
| clock inverters | 1 | 0.2075 |
-- cells by family (layout without fill, tap and decap cells) --
family / Yosys count / in the layout / share of synthesized area [%]
compound gates: 17 / 17 / 5.946
xor+xnor: 26 / 26 / 11.16
fa+ha+maj: 16 / 16 / 10.18
buf+inv: 38 / 53 / 10.61
flops: 30 / 30 / 29.43
mux: 2 / 2 / 0.9810
other cells: 1 / 5 / 0.1838
simple gates: 98 / 98 / 31.51
-- power by group --
part           switching, mW  leakage (nW)  internal, mW  total [mW]
combinational         0.0209         0.606        0.0263      0.0473
clock                  0.125        0.0482         0.154       0.279
sequential           0.00276         0.242         0.334       0.337
total                  0.149         0.896         0.515       0.663
-- final timing paths --
kind	start	endpoint	slack, ns
setup reg to reg	u0.timer_value[4]$_SDFFE_PN0P_	u0.end_reached$_SDFFE_PN0P_	1.27
hold reg to reg	u0.count[15]$_SDFFE_PN0P_	u0.count[15]$_SDFFE_PN0P_	0.52
setup / recovery	SW[4]	u0.end_reached$_SDFFE_PN0P_	0.73
hold / removal	u0.count[15]$_SDFFE_PN0P_	u0.count[15]$_SDFFE_PN0P_	0.52
-- state kept, by name, indices dropped and copies added, names as in the netlist --
| signal | count |
|---|---|
| u0.count | 16 |
| u0.end_reached | 1 |
| u0.timer_value | 13 |
No activity file was given, so power comes from the tool's default toggle rates.

==> ./design.v <==
module count_score (
    input [17:0] SW,            
    input [17:0] mole_on,       
    input clk,                  
    input rst,                  
    output reg [4:0] score,     
    output reg [1:0] miss,      
    output reg end_game         
);
    always @(posedge clk or posedge rst) begin
        if (rst) begin
            score <= 0;
            miss <= 0;
            end_game <= 0;
        end 
        else if (!end_game) begin
            integer i;
            for (i = 0; i < 18; i = i + 1) begin
                if (SW[i] == 1) begin
                    if (mole_on[i] == 1) begin
                        score <= score + 1;
                    end else begin
                        miss <= miss + 1;
                    end
                end
            end
            if (score >= 20 || miss >= 3) begin
                end_game <= 1;
            end
        end
    end
endmodule
==> ./run.sh <==
#!/bin/bash
# OpenROAD 26Q1-2900-gdf79404cd8, Yosys 0.63+post, stock flow scripts
make -C /OpenROAD-flow-scripts/flow DESIGN_CONFIG=/design/flow/config.mk WORK_HOME=/design/flow/orfs finish
==> ./config.mk <==
export PLATFORM = sky130hd
export DESIGN_NAME = count_score
export DESIGN_NICKNAME = count_score
export VERILOG_FILES = /design/flow/design.v
export SDC_FILE = /design/flow/constraint.sdc
export NUM_CORES = 4
export LEC_CHECK = 1
export CORE_AREA = 10 10 78 78
export DIE_AREA = 0 0 88 88
==> ./constraint.sdc <==
current_design count_score

set clk_period 1.6
set clk_io_pct 0.2

create_clock -name clk0 -period $clk_period [get_ports {clk}]

set non_clock_inputs [all_inputs -no_clocks]
set_input_delay [expr $clk_period * $clk_io_pct] -clock clk0 $non_clock_inputs
set_output_delay [expr $clk_period * $clk_io_pct] -clock clk0 [all_outputs]
==> flow_metrics.rpt <==
FLOW METRICS REPORT
----------------------------------------------------
[Outcome]
  Run status ........................ finished clean

[GRT]
  Largest net degree at the start of global routing ........................ 9
  Wire length of the first global-routing pass ........................ 3620 um
  Via count of the first global-routing pass ........................ 776
  Overall track demand over capacity in global routing ........................ 5.79%
  Overall overflow remaining after global route ........................ 0
  Antenna violations before repair ........................ 0

[Final timing]
  Count of final setup violators ........................ 0
  Slew of the pin with the lowest slew margin ........................ ~0.32 ns
  RSZ-0062 raised after global routing ........................ true
  Fin Setup TNS ........................ 0 ns
  Worst rel slew slack ........................ 78.5%
  Minimum period implied by the final worst setup slack ........................ approximately 1.6 ns
  Hold violation total from the final report ........................ 0
  Part of the cycle the worst path needs ........................ between 90% and 100%
  Worst-case clock skew ........................ 0.000601 ns
  Minimum setup slack in the final design ........................ roughly 0.043 ns
  Final number of max-transition violations ........................ 0
  Max Freq ........................ 642 MHz

[CTS]
  Total number of H-tree levels ........................ 1
  TritonCTS clock tree ........................ built
  Buffer cell driving the clock tree root ........................ clkbuf_8
  Clock latency on the worst-skew pair ........................ 0.23 ns
  Post-CTS Repair Setup Buffers ........................ 0
  Clock buffer count from CTS ........................ 3
  Clock input transition at the sequential cells of the worst setup and hold paths ........................ roughly 0.040 ns
  Sink Count ........................ 8
  Clock Tree Buf Depth ........................ 2
  CTS Hold Buffers Added ........................ 0

[Synthesis]
  Flip-flop and latch count after synthesis ........................ 8
  Count of unique library cells instantiated by Yosys ........................ 22
  Post-synthesis cell type with the largest instance count ........................ inv_1
  Total of warnings raised by yosys ........................ 1
  Yosys-reported design area after synthesis ........................ just over 600 um2
  Biggest area contributors in the synthesized netlist ........................ dfrtp_1 33%, inv_1 12%, a221oi_2 7.3%
  Async SR Flop Fraction ........................ 100%
  Main synth FF type ........................ dfrtp_1
  Yosys stat cell total ........................ about 70
  Synth area leader ........................ dfrtp_1
  Most numerous cell types in the synthesized netlist ........................ 19 x inv_1, 8 x dfrtp_1, 6 x o22ai_1
  Post-Syn Area ........................ a little over 600 um2
  Part of the Yosys area used for sequential elements ........................ 32.6%
  Average cell area after synthesis ........................ between 8 and 9 um2
  Number of flops mapped to enable cells by yosys ........................ 0
  Share of the synthesized area in the top cell type ........................ approximately 33%
  Post-Syn Instances ........................ roughly 70

[Run]
  Tally of max-capacitance violations ........................ 0
  Number of warning messages in the logs ........................ 28

[Layout]
  Layout cells sized above 1 ........................ 21.1%
  Layout fillers ........................ about 460
  Final standard cell count with taps included and fillers excluded ........................ 175
  Fin area ........................ ~1300 um2
  Layout area overhead ........................ 111%

[Placement]
  Post-detailed-placement half-perimeter wirelength ........................ just over 2000 um
  DP Cell Count ........................ between 150 and 200
  Weighted congestion at the end of routability-driven global placement ........................ about 0.8
  Placement Setup Slack ........................ -0.308 ns
  Post-place instance area ........................ between 1000 and 1500 um2
  Number of buffers inserted by port buffering ........................ between 40 and 50

[Routing]
  Total antenna diodes in the routed design ........................ 0
  Number of detailed-route iterations in the first pass ........................ 4
  Post-detailed-route wirelength per cell ........................ ~14 um
  Total Wirelength ........................ ~2400 um
  Starting DRC count in detailed routing ........................ 18
  DRC errors left ........................ 0
  Routed via count divided by cell count ........................ a little over 4
  Number of vias after detailed routing ........................ approximately 700
  Routed Antenna Nets ........................ 0

[Worst setup path]
  Class of the most critical setup path ........................ input port to flop
  Crit-path leading delay family ........................ AND-OR/OR-AND gates
  Crit path max fanout ........................ 5
  Register-to-Register Setup Slack ........................ between 0.4 and 0.5 ns
  End of the worst register-to-register path ........................ score[1]$_DFFE_PP0N_
  Ordered list of cells on the worst path ........................ clkdlybuf4s50_1 -> a221oi_2 -> a41o_2 -> mux2_4
  Type of origin of the critical path ........................ input port
  Max stage delay cell, worst path ........................ clkdlybuf4s50_1
  Combined buffer and inverter count along the critical path ........................ 1
  Stage delay of the slowest cell on the critical path ........................ around 0.46 ns
  Worst r2r src ........................ score[0]$_DFFE_PP0N_
  Worst Path Required ........................ 1.71 ns
  Endpoint class of the critical path ........................ flop
  Critical path data arrival time ........................ roughly 1.7 ns
  Worst Reg-to-Reg Cells ........................ 3

[Floorplanning]
  Horizontal extent of the die ........................ 88 um
  Die footprint ........................ ~7700 um2
  Initial core utilization ........................ between 10% and 20%
  Core ar. ........................ 4410 um2
  Die Height ........................ a little under 90 um
  Number of core rows ........................ 24
  I/O pin total ........................ around 46

[Hold path]
  Hold Crit Class ........................ input port to asynchronous set/reset pin

[Pwr]
  Power, Total ........................ 0.627 mW
  Static leakage ........................ between 0.6 and 0.7 nW
  Peak supply drop ........................ about 0.36 mV
  Power per Cell Area ........................ 484 nW/um2

----------------------------------------------------
what timing repair did:
item	in CTS	in global routing
setup endpoints to repair	3	5
gates cloned	0	0
gates resized	13	18
pin swaps	5	7
power breakdown:
group	switching, mW	leakage [nW]	total (mW)	internal [mW]
clock	0.0748	0.0216	0.237	0.163
combinational	0.0655	0.529	0.181	0.115
sequential	0.00309	0.0806	0.209	0.206
total	0.143	0.631	0.627	0.483
per-layer routing:
| metal | up-vias | share of wire [%] | GRT usage, % |
|---|---|---|---|
| met5 | - | 0 | 0 |
| met4 | 0 | 0 | 0.290 |
| met3 | 0 | 15 | 3.65 |
| met2 | 42 | 39 | 8.07 |
| met1 | 313 | 46 | 7.77 |
| li1 | 351 | - | - |
per-stage QoR:
step                hold WS (ns)  utilization (%)
global placement           0.484             26.4
global route               0.393             29.3
CTS                        0.355             27.5
floorplan                  0.136                -
detailed placement         0.489             26.4
finish                     0.346             29.3
logic make-up (layout without fill, tap and decap cells):
group,Yosys count,after routing,synth area share [%]
AND-OR/OR-AND,20,20,27.9
multiplexers,2,2,4.28
buffers and inverters,19,72,11.6
flip-flops,8,8,32.6
adder cells (fa/ha/maj),3,3,6.11
AND/OR/NAND/NOR,13,13,10.4
XOR/XNOR,5,5,7.13
flip-flops by register name (all words and copies together), names as in the netlist:
| register | cells |
|---|---|
| score | 5 |
| end_game | 1 |
| miss | 2 |
final cells by class:
type                       instances  area (um2)  area share, %
inverter                          19        71.3           5.51
timing repair buffer              50         495           38.3
multi-input combinational         43         422           32.6
clock buffer                       3        41.3           3.19
sequential                         8         200           15.5
tap                               52        65.1           5.02
placed cells by master (no fill, tap or decap), types with 2 or more instances in the layout:
| cell | count |
|---|---|
| a22o_1 | 3 |
| nand2b_4 | 2 |
| inv_1 | 19 |
| ha_1 | 3 |
| clkbuf_8 | 3 |
| o22ai_1 | 3 |
| mux2_4 | 2 |
| dfrtp_1 | 8 |
| dlymetal6s2s_1 | 8 |
| clkdlybuf4s50_1 | 27 |
| o22ai_2 | 3 |
| xor2_1 | 3 |
| a221oi_2 | 4 |
| dlygate4sd2_1 | 10 |
| buf_4 | 5 |
| nor3_2 | 2 |
| a22oi_1 | 2 |
| nand3_1 | 2 |
| nor2_1 | 4 |
worst max-delay path by stage:
| stage | depth (start not counted) | slack [ns] | to | start |
|---|---|---|---|---|
| 4_1_cts | 6 | 0.007 | miss[1]$_DFFE_PP0N_ | SW[8] |
| 6_report | 4 | 0.04 | score[1]$_DFFE_PP0N_ | SW[3] |
| 5_1_grt | 6 | -0.005 | miss[1]$_DFFE_PP0N_ | SW[8] |
Power is estimated from default activity; no workload was simulated.
